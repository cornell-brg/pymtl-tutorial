## ./config.mk

```make
export PLATFORM = sky130hd
export DESIGN_NAME = GcdUnitVerilog
export DESIGN_NICKNAME = GcdUnitVerilog
export VERILOG_FILES = /design/flow/design.v
export SDC_FILE = /design/flow/constraint.sdc
export NUM_CORES = 4
export LEC_CHECK = 1
export CORE_UTILIZATION = 30
```

## ./constraint.sdc

```tcl
current_design GcdUnitVerilog

set clk_period 8.9
set clk_io_pct 0.2

create_clock -name clk0 -period $clk_period [get_ports {clk}]

set non_clock_inputs [all_inputs -no_clocks]
set_input_delay [expr $clk_period * $clk_io_pct] -clock clk0 $non_clock_inputs
set_output_delay [expr $clk_period * $clk_io_pct] -clock clk0 [all_outputs]
```

## ./design.v

```verilog
module vc_EnReg
#(
  parameter p_nbits = 1
)(
  input  logic               clk,    
  input  logic               reset,  
  output logic [p_nbits-1:0] q,      
  input  logic [p_nbits-1:0] d,      
  input  logic               en      
);
  always_ff @( posedge clk )
    if ( en )
      q <= d;
endmodule
module vc_Mux2
#(
  parameter p_nbits = 1
)(
  input  logic [p_nbits-1:0] in0, in1,
  input  logic               sel,
  output logic [p_nbits-1:0] out
);
  always_comb
  begin
    case ( sel )
      1'd0 : out = in0;
      1'd1 : out = in1;
      default : out = {p_nbits{1'bx}};
    endcase
  end
endmodule
module vc_Mux3
#(
  parameter p_nbits = 1
)(
  input  logic [p_nbits-1:0] in0, in1, in2,
  input  logic         [1:0] sel,
  output logic [p_nbits-1:0] out
);
  always_comb
  begin
    case ( sel )
      2'd0 : out = in0;
      2'd1 : out = in1;
      2'd2 : out = in2;
      default : out = {p_nbits{1'bx}};
    endcase
  end
endmodule
module vc_LtComparator
#(
  parameter p_nbits = 1
)(
  input  logic [p_nbits-1:0] in0,
  input  logic [p_nbits-1:0] in1,
  output logic               out
);
  assign out = ( in0 < in1 );
endmodule
module vc_ZeroComparator
#(
  parameter p_nbits = 1
)(
  input  logic [p_nbits-1:0] in,
  output logic               out
);
  assign out = ( in == {p_nbits{1'b0}} );
endmodule
module vc_Subtractor
#(
  parameter p_nbits = 1
)(
  input  logic [p_nbits-1:0] in0,
  input  logic [p_nbits-1:0] in1,
  output logic [p_nbits-1:0] out
);
  assign out = in0 - in1;
endmodule
module GcdUnitDpath
(
  input  logic        clk,
  input  logic        reset,
  input  logic [31:0] req_msg,
  output logic [15:0] resp_msg,
  input  logic        a_reg_en,    
  input  logic        b_reg_en,    
  input  logic [1:0]  a_mux_sel,   
  input  logic        b_mux_sel,   
  output logic        is_b_zero,   
  output logic        is_a_lt_b    
);
  localparam c_nbits = 16;
  logic [c_nbits-1:0] req_msg_a = req_msg[31:16];
  logic [c_nbits-1:0] req_msg_b = req_msg[15:0 ];
  logic [c_nbits-1:0] b_reg_out;
  logic [c_nbits-1:0] sub_out;
  logic [c_nbits-1:0] a_mux_out;
  vc_Mux3#(c_nbits) a_mux
  (
    .sel   (a_mux_sel),
    .in0   (req_msg_a),
    .in1   (b_reg_out),
    .in2   (sub_out),
    .out   (a_mux_out)
  );
  logic [c_nbits-1:0] a_reg_out;
  vc_EnReg#(c_nbits) a_reg
  (
    .clk   (clk),
    .reset (reset),
    .en    (a_reg_en),
    .d     (a_mux_out),
    .q     (a_reg_out)
  );
  logic [c_nbits-1:0] b_mux_out;
  vc_Mux2#(c_nbits) b_mux
  (
    .sel   (b_mux_sel),
    .in0   (req_msg_b),
    .in1   (a_reg_out),
    .out   (b_mux_out)
  );
  vc_EnReg#(c_nbits) b_reg
  (
    .clk   (clk),
    .reset (reset),
    .en    (b_reg_en),
    .d     (b_mux_out),
    .q     (b_reg_out)
  );
  vc_LtComparator#(c_nbits) a_lt_b
  (
    .in0   (a_reg_out),
    .in1   (b_reg_out),
    .out   (is_a_lt_b)
  );
  vc_ZeroComparator#(c_nbits) b_zero
  (
    .in    (b_reg_out),
    .out   (is_b_zero)
  );
  vc_Subtractor#(c_nbits) sub
  (
    .in0   (a_reg_out),
    .in1   (b_reg_out),
    .out   (sub_out)
  );
  assign resp_msg = sub_out;
endmodule
module GcdUnitCtrl
(
  input  logic        clk,
  input  logic        reset,
  input  logic        req_val,
  output logic        req_rdy,
  output logic        resp_val,
  input  logic        resp_rdy,
  output logic        a_reg_en,    
  output logic        b_reg_en,    
  output logic [1:0]  a_mux_sel,   
  output logic        b_mux_sel,   
  input  logic        is_b_zero,   
  input  logic        is_a_lt_b    
);
  localparam STATE_IDLE = 2'd0;
  localparam STATE_CALC = 2'd1;
  localparam STATE_DONE = 2'd2;
  logic [1:0] state_reg;
  logic [1:0] state_next;
  always_ff @( posedge clk ) begin
    if ( reset ) begin
      state_reg <= STATE_IDLE;
    end
    else begin
      state_reg <= state_next;
    end
  end
  logic req_go;
  logic resp_go;
  logic is_calc_done;
  assign req_go       = req_val  && req_rdy;
  assign resp_go      = resp_val && resp_rdy;
  assign is_calc_done = !is_a_lt_b && is_b_zero;
  always_comb begin
    state_next = state_reg;
    case ( state_reg )
      STATE_IDLE: if ( req_go    )    state_next = STATE_CALC;
      STATE_CALC: if ( is_calc_done ) state_next = STATE_DONE;
      STATE_DONE: if ( resp_go   )    state_next = STATE_IDLE;
      default:    state_next = 'x;
    endcase
  end
  localparam a_x   = 2'dx;
  localparam a_ld  = 2'd0;
  localparam a_b   = 2'd1;
  localparam a_sub = 2'd2;
  localparam b_x   = 1'dx;
  localparam b_ld  = 1'd0;
  localparam b_a   = 1'd1;
  task cs
  (
    input logic       cs_req_rdy,
    input logic       cs_resp_val,
    input logic [1:0] cs_a_mux_sel,
    input logic       cs_a_reg_en,
    input logic       cs_b_mux_sel,
    input logic       cs_b_reg_en
  );
  begin
    req_rdy   = cs_req_rdy;
    resp_val  = cs_resp_val;
    a_reg_en  = cs_a_reg_en;
    b_reg_en  = cs_b_reg_en;
    a_mux_sel = cs_a_mux_sel;
    b_mux_sel = cs_b_mux_sel;
  end
  endtask
  logic do_swap;
  logic do_sub;
  assign do_swap = is_a_lt_b;
  assign do_sub  = !is_b_zero;
  always_comb begin
    cs( 0, 0, a_x, 0, b_x, 0 );
    case ( state_reg )
      STATE_IDLE:                cs( 1,  0,   a_ld,  1, b_ld, 1 );
      STATE_CALC: if ( do_swap ) cs( 0,  0,   a_b,   1, b_a,  1 );
             else if ( do_sub  ) cs( 0,  0,   a_sub, 1, b_x,  0 );
      STATE_DONE:                cs( 0,  1,   a_x,   0, b_x,  0 );
      default                    cs('x, 'x,   a_x,  'x, b_x, 'x );
    endcase
  end
endmodule
module GcdUnitVerilog
(
  input  logic             clk,
  input  logic             reset,
  input  logic             req_val,
  output logic             req_rdy,
  input  logic [31:0]      req_msg,
  output logic             resp_val,
  input  logic             resp_rdy,
  output logic [15:0]      resp_msg
);
  logic        a_reg_en;
  logic        b_reg_en;
  logic [1:0]  a_mux_sel;
  logic        b_mux_sel;
  logic        is_b_zero;
  logic        is_a_lt_b;
  GcdUnitCtrl ctrl
  (
    .*
  );
  GcdUnitDpath dpath
  (
    .*
  );
endmodule
```

## ./run.sh

```bash
#!/bin/bash
# OpenROAD 26Q1-2900-gdf79404cd8, Yosys 0.63+post, stock flow scripts
make -C /OpenROAD-flow-scripts/flow DESIGN_CONFIG=/design/flow/config.mk WORK_HOME=/design/flow/orfs finish
```

==> flow_summary.rst <==
Physical design figures
=======================

.. list-table::
   :header-rows: 1

   * - Metric
     - Value
   * - Post-route DRC violation count
     - 0
   * - Slew at the pin with the worst max-slew slack
     - around 0.50 ns
   * - Kind of launch point of the worst setup path
     - flop
   * - Utilization of the core after routing
     - 39.7%
   * - Hold Buf Count CTS
     - 0
   * - Growth of design area from synthesis to finish
     - 28.7%
   * - Count of routing violations after the opening detailed-route iteration
     - 58
   * - Arrival @ worst endpoint
     - 2.86 ns
   * - Ratio of final minimum period to clock period
     - 52.2%
   * - Share of power burned in registers
     - 30.2%
   * - Global-route total usage across every layer
     - 15.3%
   * - Dominant Register Cell
     - edfxtp_1
   * - # port buffers
     - 53
   * - Tool warning count
     - 25
   * - Cell at the root of the clock tree
     - clkbuf_8
   * - Endpoints failing setup
     - 0
   * - Synth Area per Inst
     - 10.3 sq um
   * - Maximum number of buffers from clock root to sink
     - 2
   * - Path type of the worst min-delay path
     - flop to flop
   * - Fill cell total of the finished layout
     - 824
   * - Area of the die
     - 8770 sq um
   * - Number of global-route vias before repair
     - slightly above 2000
   * - H-tree depth reported by CTS
     - 2
   * - Chip height
     - 93.7 microns
   * - Core ar.
     - 8180 sq um
   * - Summed standard-cell area reported by yosys
     - 2520 sq um
   * - Part of the power in combinational logic
     - 55.4%
   * - Layout Cells excl Fill
     - a little over 400
   * - Post-synth ARST share
     - 0%
   * - Internal power of the cells
     - 499 uW
   * - Gpl congestion
     - 0.886
   * - Outcome
     - finished, final reports clean
   * - Antenna viol nets, final
     - 0
   * - Cell Area, Synth
     - 2520 sq um
   * - Footprint of the flip-flops and latches
     - between 1000 and 1500 sq um
   * - Number of inserted diodes
     - 0
   * - Worst voltage drop across the vdd grid
     - 0.0957 mV
   * - Cell leakage power
     - 1.31 nW
   * - Class of the most critical setup path
     - flop to primary output
   * - Category of the worst setup path capture point
     - primary output
   * - Switching part of the total power
     - 35.5%
   * - # Post-CTS Setup Buffers
     - 0
   * - Total via count in the routed design
     - 2009
   * - Clock tree from TritonCTS
     - built
   * - Number of buffers added by the clock tree synthesis step
     - 5
   * - Sinks on the clock net
     - 35
   * - Layout cell share with drive strength beyond 1
     - 11.3%
   * - DP Cell Count
     - 397
   * - Slew Viols, Final
     - 0
   * - Portion of the post-synthesis area used by sequential elements
     - 40.5%
   * - Switching power summed over all nets
     - 275 uW
   * - Number of cells traversed by the worst register-to-register path
     - 12
   * - Worst setup skew after layout
     - 0.00793 ns
   * - Maximum achievable frequency
     - 215 MHz
   * - Critical Path RT
     - slightly above 7 ns
   * - I/O pin total
     - 54
   * - Maximum number of pins on one net before global-route repair
     - 49
   * - Ratio of routed vias to standard cells
     - 4.96
   * - Cell taking the most area after synthesis
     - edfxtp_1
   * - Core Rows
     - 33
   * - Overflow left after global routing
     - 0
   * - Gate count of the mapped netlist
     - 244
   * - Area after DPL
     - approximately 3200 sq um
   * - Insertion Delay late pin
     - 0.28 ns
   * - Final wirelength
     - 6.11 mm
   * - Shortest period the worst path allows
     - 4.64 ns
   * - Maximum fanout count along the critical path
     - 6
   * - Max-Slew Margin vs Limit
     - around two thirds
   * - Cell area leaders
     - edfxtp_1 (38%), ha_1 (7.9%), mux2_2 (7.1%)
   * - Endpoints failing hold
     - 0
   * - DP Wirelength
     - approximately 4.6 mm
   * - PD cells
     - 239 nW/um^2
   * - Per-cell routed wire length
     - 15.1 microns
   * - First drt pass iteration count
     - 20
   * - Number of distinct library cell variants in the gate-level netlist after synthesis
     - 49
   * - Die outline width
     - 93.7 microns
   * - Total of warnings raised by yosys
     - 5
   * - Relative contribution of the clock network to total power
     - between 10% and 20%
   * - Post-cts sizing count
     - 0
   * - Depth of the worst hold-timing path
     - 2
   * - Logic area
     - roughly 1400 sq um
   * - Number of antenna violations at the first check in global routing
     - 0
   * - Top cell area share
     - between 30% and 40%
   * - Power after layout
     - 774 uW
   * - Unrepaired setup endpoints after global routing
     - false
   * - Global-route wire length before repair
     - 10.0 mm
   * - Clock transition at the register clock pins on the worst setup and hold paths after CTS
     - 0.07 ns
   * - Count of flip-flops with a built-in enable after synthesis
     - 32
   * - Floorplan core density
     - 30.8%
   * - Post-route cell area
     - 3240 sq um
   * - Total Neg Setup Slack
     - 0 ns
   * - Cell count listed in synth_stat.txt
     - 244
   * - Post-synth regs
     - 35
   * - Maxcap violations
     - 0
per-layer routing:
| metal | part of all wire (%) | vias up | track usage [%] |
|---|---|---|---|
| met1 | 49 | 940 | 24.2 |
| met5 | 0 | - | 0 |
| met4 | 0.70 | 0 | 1.28 |
| li1 | - | 1019 | - |
| met3 | 4.1 | 4 | 2.30 |
| met2 | 46 | 46 | 23.8 |
layout make-up:
type	instances	area share, %
Multi-Input combinational cell	180	42.3
Tap cell	105	4.05
Sequential cell	35	31.5
Clock buffer	7	2.35
Timing Repair Buffer	57	17.3
Clock inverter	1	0.154
Inverter	20	2.31
final timing paths:
| path | startpoint | to | slack (ns) |
|---|---|---|---|
| min reg2reg | ctrl.state_reg[0] | ctrl.state_reg[2] | 0.52 |
| max reg2reg | dpath.b_reg.q[0] | dpath.a_reg.q[8] | 5.82 |
| max | dpath.a_reg.q[0] | resp_msg[14] | 4.26 |
| min | ctrl.state_reg[0] | ctrl.state_reg[2] | 0.52 |
placed cells by master (no fill, tap or decap), types with 3 or more instances in the layout:
cell,instances
clkdlybuf4s50_1,53
edfxtp_1,32
a21oi_1,25
inv_1,20
nor2_1,20
mux2_2,16
ha_1,16
mux2i_1,14
nand2_1,10
a21o_1,6
xor2_1,6
xnor2_1,5
nor4_1,5
clkbuf_8,5
o21ai_0,4
and3_1,4
nand3_1,4
buf_4,4
nand2b_1,3
a31oi_1,3
o21a_1,3
o21ai_1,3
a211oi_1,3
critical path, cell delays in order (launching register included):
cell             delay (ns)
edfxtp_1               0.38
inv_1                  0.07
ha_1                   0.17
inv_1                  0.07
fa_1                   0.45
a21o_1                 0.21
nand4_1                0.13
nand3_2                0.16
a31o_1                 0.23
xor2_1                 0.22
clkdlybuf4s50_1        0.51
kinds of logic after synthesis:
kind of cell | synth area share (%)
AND-OR/OR-AND | 18.0
XOR/XNOR | 3.82
adder cells (fa/ha/maj) | 8.73
buffers and inverters | 5.01
flip-flops | 40.5
multiplexers | 12.7
AND/OR/NAND/NOR | 11.2
power groups by stage:
stage     logic [mW]  clock network, mW  registers (mW)
6_report       0.429              0.111           0.234
5_1_grt        0.479              0.122           0.238
4_1_cts        0.436              0.117           0.234
stage by stage:
stage	setup slack (ns)	hold slack, ns
2_1_floorplan	5.29	0.469
3_3_place_gp	4.58	0.494
3_5_place_dp	4.57	0.507
4_1_cts	4.23	0.516
5_1_grt	4.02	0.554
6_report	4.26	0.516
cells in the mapped netlist, types with 2 or more instances:
master and count:
o21ai_0 4, a21boi_0 2, buf_2 2, o22ai_1 2, a211oi_1 3, edfxtp_1 32
and2_1 2, o21ai_1 3, buf_6 2, o21a_1 3, a31oi_1 3, a21o_1 6
xnor2_1 5, a31o_2 2, dfxtp_1 3, nor4_1 5, nand4_1 2, nor2_1 20
inv_1 20, and3_1 4, nand2_1 10, clkbuf_1 4, xor2_1 6, a21oi_1 25
mux2i_1 14, nand2b_1 3, ha_1 16, nand3_1 4, a31o_1 2, mux2_2 16
Power is estimated from default activity; no workload was simulated.
