[design/flow/design.v]
`default_nettype none
module RegIncrRTL_0x7a355c5a216e72a4
(
  input  wire [   0:0] clk,
  input  wire [   7:0] in_,
  output reg  [   7:0] out,
  input  wire [   0:0] reset
);
  reg    [   7:0] tmp;
  always @ (posedge clk) begin
    tmp <= in_;
  end
  always @ (*) begin
    out = (tmp+1);
  end
endmodule  
`default_nettype wire
[design/flow/config.mk]
export PLATFORM = sky130hd
export DESIGN_NAME = RegIncrRTL_0x7a355c5a216e72a4
export DESIGN_NICKNAME = RegIncrRTL_0x7a355c5a216e72a4
export VERILOG_FILES = /design/flow/design.v
export SDC_FILE = /design/flow/constraint.sdc
export NUM_CORES = 4
export LEC_CHECK = 1
export CORE_AREA = 10 10 70 70
export DIE_AREA = 0 0 80 80
[design/flow/constraint.sdc]
current_design RegIncrRTL_0x7a355c5a216e72a4

set clk_period 1.7
set clk_io_pct 0.2

create_clock -name clk0 -period $clk_period [get_ports {clk}]

set non_clock_inputs [all_inputs -no_clocks]
set_input_delay [expr $clk_period * $clk_io_pct] -clock clk0 $non_clock_inputs
set_output_delay [expr $clk_period * $clk_io_pct] -clock clk0 [all_outputs]
[design/flow/run.sh]
#!/bin/bash
# OpenROAD 26Q1-2900-gdf79404cd8, Yosys 0.63+post, stock flow scripts
make -C /OpenROAD-flow-scripts/flow DESIGN_CONFIG=/design/flow/config.mk WORK_HOME=/design/flow/orfs finish
==> flow_summary.yaml <==
# flow metrics
power_and_ir_drop:
  combPwrFrac: 0.160
  clock_power_share: 0.301
  cellLeakagePower_nw: 0.231
  peakVddDrop_mv: 0.109
  p_int_uw: 325
  power_frac_seq: 0.540
  p_switching_uw: 60.4
  finalPower_uw: 386
  switching_share: 0.157
  power_density_nw_per_um2: 674
critical_path:
  crit_fanout: 3
  cp.arrival_ps: 1280
  critical_path.endpoint_type: "primary output"
  endpoint: "out[1]"
  startpoint: "tmp[0]"
  timing_worst_setup_path_type: "reg2out"
  required_ps: 1360
  startpoint_type: "flop"
final_layout:
  largest_reg_flops: 8
  fillers: 379
  max_flop_register: "tmp"
  drive_gt1_frac: 0.378
  finalNonFillerCells: 91
  syn_to_final_growth_pct: 107
  largest_registers: "tmp (8)"
yosys:
  netlist_instances: 24
  ys_area_sq_um: 277
  synth_warnings: 1
  ys_seq_frac: 0.579
  ys_ff: 8
  ys_cells: 24
  syn_area_sq_um: 277
  synth_cell_types: 11
  synth_area_per_cell_sq_um: 11.5
sta:
  rsz0062_at_grt: "no"
  hold_ws_ps: 548
  fin_tns_setup_ps: 0
  finalCritPeriodShare: 0.955
  drv_slew: 0
  fmax_ghz: 0.616
  finalCriticalPeriod_ps: 1620
  tightest_slew_ps: 151
  final-hold-violation-count: 0
  finalSetupViolCount: 0
  max_slew_margin: 0.899
clock_tree:
  cts_sinks: 8
  ctsRootBufferMaster: "clkbuf_4"
  h-tree-depth: 1
  hold_buffers: 0
  cts_tree: "built"
  clk_pin_slew_ps: 40
  cts_buffer_depth: 2
  cts_inserted_buffers: 3
grt:
  track_usage: 0.0188
  grt_antenna_before_repair: 0
  grt_pass1_vias: 216
  grt_pass1_wl_microns: 924
  grt-ovfl-total: 0
  grt_max_degree: 5
floorplanning:
  die_x_microns: 80
  fp_util: 0.0810
  dieArea_sq_um: 6400
  rows: 21
  coreArea_sq_um: 3420
  die_h_microns: 80
  pin_count: 18
job:
  warning_count: 45
  cap_violations: 0
drt:
  drtIter0Drc: 0
  avgRoutedWirePerCell_microns: 7.71
  diodes: 0
  via_count: 232
  antenna_left: 0
  remaining_drc_errors: 0
  wl_microns: 702
  vias_per_cell: 2.55
  dr.pass1.iters: 1
placement:
  place.gp.congestion: 0.727
  io_buffers: 16
  dpl.cell_count: 87
min_path:
  min_path_type: "in2reg"
  hp-start: "in_[1]"
run_status:
  status: "finished, final reports clean"
## layer usage
layer | wire [microns] | up-vias | track usage
met3 | 104 | 2 | 0.0125
met5 | 0 | - | 0
met4 | 27 | 0 | 0.0141
li1 | - | 120 | -
met2 | 390 | 9 | 0.0369
met1 | 179 | 101 | 0.0107
## cells in the mapped netlist
cell | count | area share
dfxtp_1 | 8 | 0.58
xnor2_1 | 3 | 0.095
xor2_1 | 3 | 0.095
nand2_1 | 2 | 0.027
nand3_1 | 2 | 0.036
and3_1 | 1 | 0.023
ha_1 | 1 | 0.045
inv_1 | 1 | 0.014
nand3_2 | 1 | 0.036
nor2_1 | 1 | 0.014
nor3_2 | 1 | 0.036
## stage by stage
| stage | cell area (sq um) | utilization | setup slack, ps |
|---|---|---|---|
| after floorplan | 277 | - | 574 |
| after CTS | 562 | 0.164 | 11.7 |
| after global placement | 502 | 0.147 | 22.6 |
| after detailed placement | 502 | 0.147 | 20.9 |
| after global routing | 572 | 0.167 | 32.0 |
| final | 572 | 0.167 | 77.1 |
## timing repair
action | 4_1_cts | 5_1_grt
setup buffers | 1 | 0
pin swaps | 7 | 0
gates resized | 18 | 2
setup endpoints to repair | 6 | 1
## worst max-delay path, stage by stage (launching register included)
cell and delay (ps):
dfxtp_4 350, ha_4 260, clkdlybuf4s50_1 450
## kinds of logic (layout without fill, tap and decap cells)
kind of cell	count (synthesis)	count (layout)	share of synthesized area
DFF	8	8	0.579
xor gates and xnor gates	6	6	0.190
and+or+nand+nor	8	8	0.172
adders and majority gates	1	1	0.0452
buffers and inverters	1	22	0.0136
## power by group through the flow
stage | Combinational, mW | Sequential, mW | Clock, mW
4_1_cts | 0.0625 | 0.208 | 0.140
5_1_grt | 0.0678 | 0.209 | 0.144
6_report | 0.0616 | 0.208 | 0.116
## layout make-up
class	instances	area [sq um]	share of cell area
clock buffers	3	22.5	0.0394
inverters	1	3.75	0.00656
multi-input cells	15	143	0.249
flip-flops and latches	8	174	0.304
well taps	46	57.6	0.101
repair buffers	18	171	0.300
## how the worst min path moves through the flow
| stage | cells past startpoint | end | slack (ps) |
|---|---|---|---|
| 4_1_cts | 1 | tmp[1] | 520 |
| 5_1_grt | 1 | tmp[0] | 520 |
| 6_report | 1 | tmp[1] | 550 |
## cells in the final DEF (no fill, tap or decap), drive strengths merged
cell type and instances:
clkdlybuf4s50 10, dfxtp 8, dlygate4sd2 5, xor2 3, clkbuf 3, nand3 3, xnor2 3, nand2 2
buf 2, nor3 1, and3 1, nor2 1, inv 1, ha 1, dlymetal6s2s 1
No activity file was given, so power comes from the tool's default toggle rates.
